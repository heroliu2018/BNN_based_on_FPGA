`./run.sh`:
```
#!/bin/bash
# OpenROAD 26Q1-2900-gdf79404cd8, Yosys 0.63+post, stock flow scripts
make -C /OpenROAD-flow-scripts/flow DESIGN_CONFIG=/design/flow/config.mk WORK_HOME=/design/flow/orfs finish
```
`./config.mk`:
```
export PLATFORM = sky130hd
export DESIGN_NAME = gauss_random_generator
export DESIGN_NICKNAME = gauss_random_generator
export VERILOG_FILES = /design/flow/design.v
export SDC_FILE = /design/flow/constraint.sdc
export NUM_CORES = 4
export LEC_CHECK = 1
export CORE_UTILIZATION = 30
```
`./constraint.sdc`:
```
current_design gauss_random_generator

set clk_period 6.0
set clk_io_pct 0.2

create_clock -name clk0 -period $clk_period [get_ports {clock}]

set non_clock_inputs [all_inputs -no_clocks]
set_input_delay [expr $clk_period * $clk_io_pct] -clock clk0 $non_clock_inputs
set_output_delay [expr $clk_period * $clk_io_pct] -clock clk0 [all_outputs]
```
`./design.v`:
```
`timescale 1 ps / 1 ps
module gauss_random_generator(
    input   clock,
    input   resetn,
    input   ivalid, 
    input   iready,
    output  ovalid, 
    output  oready,
    input      [7:0]          load,      
    input      [31:0]    seed,         
    output reg signed[15:0] rand_output     
);
assign ovalid = 1'b1;
assign oready = 1'b1;
reg [31:0] rand_num;
reg signed[15:0] rand_temp;
integer i;
reg [15:0] j;
always@(posedge clock or negedge resetn)
begin
    if(!resetn) 
        begin       
            rand_num <= 32'b0;
            rand_temp <= 16'b0;
            rand_output <= 16'b0;
            j <= 16'b0;
        end
    else if(load)begin
            rand_num <=seed;     
            j <= 16'b0;
            rand_temp <= 16'b0;
        end
    else
        begin             
            for(i=0;i<24;i=i+1)begin
                rand_num[i] <= rand_num[i+1];
            end           
            rand_num[24] <= rand_num[25]^rand_num[0];
            rand_num[25] <= rand_num[26]^rand_num[0];
            rand_num[26] <= rand_num[27];
            rand_num[27] <= rand_num[28];
            rand_num[28] <= rand_num[29];
            rand_num[29] <= rand_num[30]^rand_num[0];
            rand_num[30] <= rand_num[31]; 
            rand_num[31] <= rand_num[0];
            rand_temp  <= rand_temp +  rand_num[0] + rand_num[0] - 1'b1;            
            if(j == 16'h03ff)begin
                rand_output <=rand_temp;
                rand_temp <= 16'b0;                
                j <=16'b0; 				
                end        
			else
				begin
					j <= j+1;
				end
        end    	    			          		            
end
endmodule
```
==> changes_impl.md <==
## Flow update

* Worst Hold End: rand_temp[0]$_DFF_PN0_
* Synth-to-Final Area Change at 27.61%
* Critical-path cell list: clkdlybuf4s50_1 -> nor4_1 -> nand2_1 -> nor2_8 -> mux2_2
* Post-Syn Area at 3797 um^2
* Tool warnings at 27
* Init Core Util at 31.22%
* Routed Antenna Nets at 0
* CTS root buf: clkbuf_16
* Number of vias after detailed routing at 2,465
* Global-route usage over all layers at 10.85%
* LEAKAGE at 2.164 nW
* I/O Pins at 62
* Critical Path Sink Type: flop
* CTS max path bufs at 2
* TritonCTS clock tree: built
* Tot Pwr at 1.176 mW
* Worst R2R Setup Slack at 3310 ps
* Final setup fails at 0
* Die y size at 114.5 um
* # rows at 40
* Largest stage delay, worst path at 400 ps
* Int Power at 921.9 uW
* Slew @ Worst Pin at 727.4 ps
* Synth Area per Inst at 11.68 um^2
* Core Region at 12,160 um^2
* Ys cells at 325
* Via density at 4.402
* Number of max-slew violations in the final report at 0
* Delay-heaviest family, CP: simple AND/OR/NAND/NOR gates
* Pre-antenna DRT Iters at 4
* FMAX at 361.7 MHz
* Final Hold Fails at 0
* CTS Hold Bufs at 0
* Slowest CP cell: nor2_8
* Startpoint Class: input port
* Most used logic cell in the final layout: dfrtp_1
* Rel. slew slack at 51.51%
* Critical R2R Capture: rand_temp[13]$_DFF_PN0_
* I/O Buffers at 57
* Largest net degree at the start of global routing at 61
* Antenna cell count at 0
* Yosys warning count at 1
* # DRC at 0
* Switching Share at 21.57%
* Cycle use final at 46.08%
* Die X at 114.5 um
* Proportion of layout cells with a drive suffix above 1 at 17.35%
* Routability cong. at 0.8517
* Post-synth seq share at 52.72%
* WL/cell at 11.23 um
* First-pass GRT wire length at 11,280 um
* Placed wire-length estimate at 4278 um
* Postcts setup bufs at 0
* Initial antenna violation count at 0
* Post-cts sizing count at 0
* Hold Crit Depth at 1
* Tmin final at 2765 ps
* Worst Path Arrival at 2970 ps
* Unique cell types at 43
* Pwr/cell area at 242.6 nW/um^2
* Ys flops at 80
* Worst Path Max Fanout at 16
* Vias in the first global route at 2,483
* Routed wire length at 6290 um
* Reg2reg start: rand_num[0]$_DFF_PN0_
* Worst endpoint required time at 6210 ps
* Post-Syn Instances at 325
* Status: completed
* Max Cap Viol at 0
* R2r worst-path depth at 11
* Grt ovf at 0
* CP bufs+invs at 1
* DRT iter0 DRCs at 72
* Clock power frac at 47.1%
* Setup Total Neg Slack at 0 ps
* Die ar. at 13,110 um^2
* Chip Area, Yosys at 3797 um^2
* Worst-path clk slew at 60 ps
* Top Layout Cells: 80 x dfrtp_1, 56 x clkdlybuf4s50_1, 35 x nor2_1, 34 x mux2_2, 26 x inv_1
* Sw Pwr at 253.6 uW
* CTS buffer count at 9
* VDD IR max at 0.1131 mV
* Critical path class: input port to flop
* Clk ins delay skew pair at 330 ps
* Hold Path Origin: rand_temp[0]$_DFF_PN0_
* H-Tree Depth at 3
* Setup Skew at 10.50 ps
* Seq pwr share at 47.1%
* Hold WC Path Type: flop to flop
* Comb power frac at 5.7%
* Clk sinks at 80
* RSZ-0062 raised after global routing: no
* Filler Cells Inserted at 1,138
==> cell type report <==
class / instances / area, um^2 / area share, %
inverters: 26 / 97.59 / 2.014
repair buffers: 60 / 590.6 / 12.19
clock buffers: 9 / 225.2 / 4.648
clock inverters: 7 / 83.83 / 1.730
well taps: 168 / 210.2 / 4.338
multi-input cells: 210 / 1637 / 33.77
flip-flops and latches: 80 / 2002 / 41.31
==> synthesized netlist by cell type <==
| cell | instances | area (um^2) |
|---|---|---|
| nor2_8 | 1 | 20.02 |
| conb_1 | 1 | 3.750 |
| xnor2_1 | 13 | 113.9 |
| and4_1 | 1 | 8.760 |
| xor2_1 | 15 | 131.4 |
| nor2b_1 | 1 | 6.260 |
| o41a_1 | 1 | 11.26 |
| nand3_1 | 8 | 40.04 |
| a41oi_1 | 1 | 8.760 |
| nand2_1 | 17 | 63.81 |
| nor2_1 | 35 | 131.4 |
| dfrtp_1 | 80 | 2002 |
| a21oi_1 | 12 | 60.06 |
| o211ai_1 | 2 | 15.01 |
| o211a_1 | 1 | 10.01 |
| nor3b_1 | 1 | 7.510 |
| inv_1 | 26 | 97.59 |
| a311oi_1 | 1 | 8.760 |
| clkbuf_1 | 3 | 11.26 |
| nand2b_1 | 1 | 6.260 |
| a41o_1 | 1 | 10.01 |
| or2_4 | 1 | 8.760 |
| buf_1 | 1 | 3.750 |
| mux2_2 | 34 | 382.9 |
| or4_4 | 1 | 11.26 |
| a32o_1 | 1 | 10.01 |
| a21o_1 | 4 | 30.03 |
| mux2_4 | 10 | 150.1 |
| or4_1 | 1 | 7.510 |
| nand4_1 | 4 | 25.02 |
| nor3_1 | 2 | 10.01 |
| buf_12 | 1 | 20.02 |
| and3_2 | 1 | 7.510 |
| and3_1 | 2 | 12.51 |
| o21ai_0 | 13 | 65.06 |
| ha_1 | 16 | 200.2 |
| fa_1 | 1 | 20.02 |
| a21boi_0 | 1 | 7.510 |
| nand4b_1 | 1 | 8.760 |
| or3_1 | 1 | 6.260 |
| buf_2 | 3 | 15.01 |
| buf_4 | 2 | 15.01 |
| nor4_1 | 2 | 12.51 |
==> cell families after synthesis <==
family / count (synthesis) / synth area share, %
compound gates: 38 / 6.227
flops: 80 / 52.72
xor+xnor: 28 / 6.458
other cells: 1 / 0.09875
buf+inv: 36 / 4.283
simple gates: 81 / 10.38
mux: 44 / 14.04
fa+ha+maj: 17 / 5.799
==> worst max-delay path by stage <==
stage                                        end    start  slack [ps]  cells after the start
final                 rand_output[2]$_DFFE_PN0P_  load[5]        3240                      5
after global routing  rand_output[0]$_DFFE_PN0P_  load[5]        3020                      5
after CTS             rand_output[2]$_DFFE_PN0P_  load[5]        3210                      5
==> stage by stage <==
step	worst slack [ps]	instances	hold slack, ps	cell area [um^2]	utilization [%]
2_1_floorplan	3341	326	426.6	3801	-
3_3_place_gp	2888	544	442.0	4537	37.30
3_5_place_dp	2870	544	455.3	4537	37.30
4_1_cts	3212	560	464.4	4846	39.85
5_1_grt	3020	560	488.0	4846	39.85
6_report	3235	560	463.3	4846	39.85
==> power groups by stage <==
| stage | logic [mW] | registers (mW) | clock network (mW) |
|---|---|---|---|
| 6_report | 0.0675 | 0.554 | 0.554 |
| 4_1_cts | 0.0694 | 0.554 | 0.576 |
| 5_1_grt | 0.0761 | 0.555 | 0.597 |
==> state kept, by name, indices dropped and copies added (netlist names) <==
name / cells
rand_temp: 16
rand_output: 16
j: 16
rand_num: 32
==> metal layers <==
metal | share of wire (%) | vias up | global-route usage, %
met4 | 1.7 | 0 | 1.732
met2 | 43 | 51 | 16.77
li1 | - | 1233 | -
met5 | 0 | - | 0
met1 | 51 | 1174 | 16.45
met3 | 4.9 | 7 | 2.211
No activity file was given, so power comes from the tool's default toggle rates.
